==> ./run.sh <==
#!/bin/bash
# OpenROAD 26Q1-2900-gdf79404cd8, Yosys 0.63+post, stock flow scripts
make -C /OpenROAD-flow-scripts/flow DESIGN_CONFIG=/design/flow/config.mk WORK_HOME=/design/flow/orfs finish
==> ./config.mk <==
export PLATFORM = sky130hd
export DESIGN_NAME = ContadorTest
export DESIGN_NICKNAME = ContadorTest
export VERILOG_FILES = /design/flow/design.v
export SDC_FILE = /design/flow/constraint.sdc
export NUM_CORES = 4
export LEC_CHECK = 1
export CORE_UTILIZATION = 50
==> ./constraint.sdc <==
current_design ContadorTest

set clk_period 5.0
set clk_io_pct 0.2

create_clock -name clk0 -period $clk_period [get_ports {clk}]

set non_clock_inputs [all_inputs -no_clocks]
set_input_delay [expr $clk_period * $clk_io_pct] -clock clk0 $non_clock_inputs
set_output_delay [expr $clk_period * $clk_io_pct] -clock clk0 [all_outputs]
==> ./design.v <==
`timescale 1ns / 1ps
module Contador(
	 input clk,
    input one,
    input five,
    input reset,
    output reg [3:0] total
    );
	always @(posedge clk)
		if (reset) total <= 0 ;
		else 
		begin
			if (one) total <= total + 1 ;
			if (five) total <= total + 5 ;
		end
endmodule
`timescale 1ns / 1ps
module ContadorTest(
	 input clk,
    input btnl,
	 input btnd,
	 input btnr,
    output [7:3] led,
	 output [6:0] seg,
	 output [3:0] an
    );
	wire [3:0] total;
	wire test;
	wire cancel_wire; 
	wire hundred_wire; 
	wire five_hundred_wire;
	seven_segment seven_seg(
			.clk(clk),
			.in(total),
			.seg(seg),
			.an(an)
	);
	Contador monedero(
			.clk(clk),
			.one(hundred_wire),
			.five(five_hundred_wire),
			.reset(cancel_wire),
			.total(total)
	);
	Debouncer cancel(
			.clk(clk),
			.signal(btnd),
			.signal_state(cancel_wire)
	);
	Debouncer hundred_coin(
			.clk(clk),
			.signal(btnl),
			.signal_up(hundred_wire)
	);
	Debouncer five_hundred_coin(
			.clk(clk),
			.signal(btnr),
			.signal_up(five_hundred_wire)
	);
endmodule
`timescale 1ns / 1ps
module Debouncer(
    input clk,
    input signal,   
    output reg signal_state,   
    output signal_up    
);
reg signal_sync_0;  always @(posedge clk) signal_sync_0 <= signal;
reg signal_sync_1;  always @(posedge clk) signal_sync_1 <= signal_sync_0;
reg [19:0] signal_cnt;
wire signal_idle = (signal_state==signal_sync_1);
wire signal_cnt_max = &signal_cnt;	 
always @(posedge clk)
if(signal_idle)
    signal_cnt <= 0;   
else
begin
    signal_cnt <= signal_cnt + 16'd1;   
    if(signal_cnt_max) signal_state <= ~signal_state;   
end
assign signal_up   = ~signal_idle & signal_cnt_max &  signal_state;
endmodule
`timescale 1ns / 1ps
module binto7seg(
	 input clk,
    input  [3:0] binary,
    output reg [6:0] seg
    );
always @(posedge clk)
case (binary)
4'b0000 :       
seg = 7'b1000000;
4'b0001 :    	 
seg = 7'b1111001;
4'b0010 :  		 
seg = 7'b0100100; 
4'b0011 : 		 
seg = 7'b0110000;
4'b0100 :		 
seg = 7'b0011001;
4'b0101 :		 
seg = 7'b0010010;  
4'b0110 :		 
seg = 7'b0000010;
4'b0111 :		 
seg = 7'b1111000;
4'b1000 :     	 
seg = 7'b0000000;
4'b1001 :    	 
seg = 7'b0010000;
4'b1010 :  		 
seg = 7'b0001000; 
4'b1011 : 		 
seg = 7'b0000011;
4'b1100 :		 
seg = 7'b1000110;
4'b1101 :		 
seg = 7'b0100001;
4'b1110 :		 
seg = 7'b0000110;
4'b1111 :		 
seg = 7'b0001110;
endcase
endmodule
`timescale 1ns / 1ps
module deco(
	 input clk,
    input [1:0] in,
    output reg [3:0] out
    );
always@(posedge clk)
begin
	case (in)
	  2'b00 : out <= 4'b1110;
	  2'b01 : out <= 4'b1101;
	  2'b10 : out <= 4'b1011;
	  2'b11 : out <= 4'b0111;
	  default : out <= 0;
	endcase
end
endmodule
`timescale 1ns / 1ps
module seven_segment(
	 input clk,
    input [3:0] in,
    output [6:0] seg,
    output [3:0] an
  );
reg [16:0] contador = 0; 
reg [1:0] an_select = 0;
reg [3:0] x = 0;
reg [3:0] unidades = 0;
reg decenas = 0;
binto7seg toseg (
		.clk(clk),
		.binary(x),
		.seg(seg)
);
deco deco (
		.clk(clk),
		.in(an_select),
		.out(an)
);
always @(posedge clk)
begin
contador <= contador + 1; 
if(contador == 131071)
 begin
	if (in > 9)
	begin
		decenas <= 1;
		unidades <= in - 10;
	end
	else
	begin
		decenas <= 0;
		unidades <= in;
	end
	contador <= 0;
	an_select <= an_select + 1;
	case (an_select)
			2'b01 : x <= unidades;
			2'b10 : x <= decenas;
			2'b11 : x <= 0;
			2'b00 : x <= 0;
			default : x <= 0;
	endcase
 end
end
endmodule
==> run_results.csv <==
group,metric,value,unit
critical_path,path_max_fanout,17,
die,dieWidth,100,um
global_routing,grt_pass1_wl,12.8,mm
cts,clk_pin_slew,100,ps
drt,drc,0,
critical_path,timing_worst_setup_path_type,"flip-flop to flip-flop",
finish,fin_util,56.7,%
cts,clockBufferDepth,2,
final_timing,fin_setup_tns,0,ps
final_timing,tightest_slew,673,ps
drt,highest_layer,"met4",
critical_path,cp-end-kind,"flip-flop",
logic_synthesis,synth_cell_types,48,
finish,fin_cells,642,
critical_path,reg2regPathDepth,7,
logic_synthesis,syn_inst,494,
final_timing,hold_viol,0,
drt,routed-wl-met3,198,um
final_timing,fmax,437,MHz
final_timing,setup_ws,2710,ps
min_path,hold_depth,0,
flow_run,log.warning_count,36,
pwr,power_leakage,2.05,nW
drt,insertedDiodeCount,0,
die,die-area,10000,um2
cts,htree_levels,3,
logic_synthesis,ys_cells,494,
cts,clk_latency,360,ps
final_timing,slew-limit-headroom,54.7,%
die,core_area,9280,um2
critical_path,arrival,2540,ps
logic_synthesis,netlist_area,4810,um2
min_path,hold_start,"hundred_coin.signal_sync_0",
die,die_h,100,um
drt,wl_met2,3.12,mm
die,ios,20,
drt,met1Wirelength,3.42,mm
cts,holdBufCountCts,0,
drt,avgViaCountPerCell,4.97,
final_timing,finClkSkew,12.2,ps
finish,syn_to_final_growth,9.45,%
global_routing,grt_pass1_vias,3006,
logic_synthesis,synth-area-yosys,4810,um2
pwr,power,1.48,mW
drt,wl_per_cell,10.7,um
final_timing,slew_viol_final,0,
placement,globalplace.congestion,0.757,
critical_path,path_cells,"ha_1 -> nand4_1 -> nor3_1 -> and3_1 -> ha_1 -> buf_4 -> nor2_1",
flow_run,maxCapViolCount,0,
placement,dp_slack,2720,ps
global_routing,antenna_found_initial,0,
critical_path,worstPathRequired,5250,ps
final_timing,finalCriticalPeriod,2290,ps
placement,place_inst,626,
cts,cts_setup_buffers,0,
placement,port_buffers,14,
logic_synthesis,seq_area_frac_synth,49.6,%
finish,final_layout_size_suffix_gt1_share,6.43,%
die,fp_util,51.8,%
critical_path,worst_path_largest_cell_delay,450,ps
drt,drtAntennaViolNets,0,
drt,first_pass_iters,4,
min_path,hold-path-endpoint,"hundred_coin.signal_sync_1",
final_timing,rsz0062_at_grt,"false",
final_timing,hold_ws,334,ps
critical_path,slowest_stage,"ha_1",
pwr,vdd_drop_max,0.152,mV
cts,cts.sinks,112,
cts,cts_tree,"built",
critical_path,startpoint_type,"flip-flop",
logic_synthesis,ys.flops,112,
cts,cts-root-buf,"clkbuf_8",
final_timing,setup_viol,0,
critical_path,crit_top_cell,"ha_1",
drt,via_count,3188,
finish,finalInstanceArea,5260,um2
critical_path,r2r_slack,2710,ps
drt,routed_wl,6.85,mm
cts,postCtsResizedCells,0,
critical_path,rr_endpoint,"seven_seg.contador[14]",
global_routing,track_usage,15.9,%
drt,drt_iter0_drc,111,
global_routing,grt_max_degree,22,
placement,placed_cell_area,5060,um2
pwr,p_per_area,281,nW/um2
logic_synthesis,synth.yosys.warnings,10,
cts,numCtsBuffers,9,
global_routing,grt-ovfl-total,0,
min_path,hold_path.class,"flip-flop to flip-flop",
run_status,status,"finished clean",
critical_path,r2r-start,"seven_seg.contador[0]",
placement,hpwl,4.58,mm
logic_synthesis,postSynthAreaPerCell,9.73,um2
final_timing,fin_crit_sh,45.8,%
die,rows,35,
cell usage after synthesis (all sizes together):
cell | count | area [um2]
a211oi | 1 | 7.51
a21oi | 9 | 45.0
a22o | 1 | 8.76
a31oi | 1 | 6.26
a32o | 1 | 10.0
a32oi | 1 | 27.5
and2 | 7 | 43.8
and3 | 13 | 82.6
and4 | 6 | 53.8
and4bb | 1 | 12.5
buf | 5 | 37.5
clkbuf | 14 | 52.6
conb | 1 | 3.75
dfxtp | 98 | 1960
edfxtp | 14 | 420
ha | 21 | 263
inv | 21 | 78.8
mux2i | 3 | 30.0
mux4 | 1 | 22.5
nand2 | 31 | 116
nand3 | 24 | 120
nand4 | 22 | 168
nor2 | 84 | 318
nor2b | 8 | 57.6
nor3 | 8 | 61.3
nor3b | 1 | 7.51
nor4 | 3 | 33.8
nor4b | 1 | 8.76
o211ai | 1 | 7.51
o21a | 1 | 7.51
o21ai | 11 | 55.1
o31a | 1 | 8.76
o31ai | 2 | 15.0
or2 | 2 | 12.5
or3 | 5 | 31.3
or3b | 1 | 8.76
or4 | 2 | 15.0
xnor2 | 25 | 219
xor2 | 42 | 368
worst max-delay path: cells and delay by family (launching register included):
kind,cells,cell delay (ps)
adder cells (fa/ha/maj),2,700
buffers and inverters,1,310
flip-flops,1,390
AND/OR/NAND/NOR,4,770
placed cells by master (no fill, tap or decap), types with 4 or more instances in the layout:
cell / count
dfxtp_1: 98
nor2_1: 83
xor2_1: 42
nand2_1: 31
xnor2_1: 25
nand3_1: 24
inv_1: 21
ha_1: 21
nand4_1: 20
edfxtp_1: 14
clkdlybuf4s50_1: 14
and3_1: 12
o21ai_0: 11
clkbuf_8: 10
a21oi_1: 9
and2_1: 7
nor2b_1: 7
and4_1: 5
nor3_1: 5
or3_1: 5
conb_1: 5
buf_4: 4
state kept, by name (all words and copies together) (netlist names), 2 cells and up:
name	flops
five_hundred_coin.signal_cnt	20
seven_seg.contador	17
seven_seg.deco.out	4
seven_seg.an_select	2
seven_seg.toseg.seg	7
hundred_coin.signal_cnt	20
monedero.total	4
cancel.signal_cnt	20
seven_seg.unidades	4
seven_seg.x	4
how the worst max path moves through the flow:
stage,start,cells after the start,end
finish,seven_seg.contador[0],7,seven_seg.contador[14]
global route,seven_seg.contador[0],7,seven_seg.contador[14]
CTS,seven_seg.contador[0],7,seven_seg.contador[14]
kinds of logic after synthesis:
group | after synthesis | synth area share [%]
flip-flops | 112 | 49.6
adder cells (fa/ha/maj) | 21 | 5.47
buffers and inverters | 40 | 3.51
multiplexers | 4 | 1.09
AND-OR/OR-AND | 30 | 4.14
XOR/XNOR | 67 | 12.2
other | 1 | 0.0780
AND/OR/NAND/NOR | 219 | 23.9
power by group:
group	total, mW	internal [mW]	switching [mW]
clock	0.535	0.248	0.287
combinational	0.0226	0.0102	0.0124
sequential	0.922	0.916	0.00651
total	1.48	1.17	0.306
layer usage:
| metal | track usage [%] | vias up |
|---|---|---|
| li1 | - | 1676 |
| met1 | 24.2 | 1466 |
| met2 | 25.7 | 36 |
| met3 | 2.90 | 10 |
| met4 | 2.01 | 0 |
| met5 | 0 | - |
final cells by class:
| cell class | count | area, um2 |
|---|---|---|
| fill | 798 | 4020 |
| sequential | 112 | 2380 |
| multi-input combinational | 346 | 2270 |
| timing repair buffer | 18 | 170 |
| tap | 129 | 161 |
| clock buffer | 12 | 145 |
| inverter | 21 | 78.8 |
| clock inverter | 4 | 52.6 |
No activity file was given, so power comes from the tool's default toggle rates.
